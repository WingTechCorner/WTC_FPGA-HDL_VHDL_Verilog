==> design.v <==
module misc(q,clk,reset);
   output [64:0] q;
   input clk,reset;
   T_FF tff0(q[0],clk,reset);
   T_FF tff1(q[1],q[0],reset);
   T_FF tff2(q[2],q[1],reset);
   T_FF tff3(q[3],q[2],reset);
	T_FF tff4(q[4],q[3],reset);
	T_FF tff5(q[5],q[4],reset);
	T_FF tff6(q[6],q[5],reset);
	T_FF tff7(q[7],q[6],reset);
	T_FF tff8(q[8],q[7],reset);
	T_FF tff9(q[9],q[8],reset);
	T_FF tff10(q[10],q[9],reset);
	T_FF tff11(q[11],q[10],reset);
	T_FF tff12(q[12],q[11],reset);
	T_FF tff13(q[13],q[12],reset);
	T_FF tff14(q[14],q[13],reset);
	T_FF tff15(q[15],q[14],reset);
	T_FF tff16(q[16],q[15],reset);
	T_FF tff17(q[17],q[16],reset);
	T_FF tff18(q[18],q[17],reset);
	T_FF tff19(q[19],q[18],reset);
	T_FF tff20(q[20],q[19],reset);
	T_FF tff21(q[21],q[20],reset);
	T_FF tff22(q[22],q[21],reset);
	T_FF tff23(q[23],q[22],reset);
	T_FF tff24(q[24],q[23],reset);
	T_FF tff25(q[25],q[24],reset);
	T_FF tff26(q[26],q[25],reset);
	T_FF tff27(q[27],q[26],reset);
	T_FF tff28(q[28],q[27],reset);
	T_FF tff29(q[29],q[28],reset);
	T_FF tff30(q[30],q[29],reset);
	T_FF tff31(q[31],q[30],reset);
T_FF tff32(q[32],q[31],reset);
T_FF tff33(q[33],q[32],reset);
T_FF tff34(q[34],q[33],reset);
T_FF tff35(q[35],q[34],reset);
T_FF tff36(q[36],q[35],reset);
T_FF tff37(q[37],q[36],reset);
T_FF tff38(q[38],q[37],reset);
T_FF tff39(q[39],q[38],reset);
T_FF tff40(q[40],q[39],reset);
T_FF tff41(q[41],q[40],reset);
T_FF tff42(q[42],q[41],reset);
T_FF tff43(q[43],q[42],reset);
T_FF tff44(q[44],q[43],reset);
T_FF tff45(q[45],q[44],reset);
T_FF tff46(q[46],q[45],reset);
T_FF tff47(q[47],q[46],reset);
T_FF tff48(q[48],q[47],reset);
T_FF tff49(q[49],q[48],reset);
T_FF tff50(q[50],q[49],reset);
T_FF tff51(q[51],q[50],reset);
T_FF tff52(q[52],q[51],reset);
T_FF tff53(q[53],q[52],reset);
T_FF tff54(q[54],q[53],reset);
T_FF tff55(q[55],q[54],reset);
T_FF tff56(q[56],q[55],reset);
T_FF tff57(q[57],q[56],reset);
T_FF tff58(q[58],q[57],reset);
T_FF tff59(q[59],q[58],reset);
T_FF tff60(q[60],q[59],reset);
T_FF tff61(q[61],q[60],reset);
T_FF tff62(q[62],q[61],reset);
T_FF tff63(q[63],q[62],reset);
T_FF tff64(q[64],q[63],reset);
	endmodule
module T_FF(q,clk,reset);
   output q;
   input clk,reset;
   wire d;
   D_FF dff0(q,d,clk,reset);
   not nl(d,q);
endmodule
module D_FF(q,d,clk,reset);
   output q;
   input d,clk,reset;
   reg q;
   always @(posedge reset or negedge clk)
      if (reset)
         q = 1'b0;
      else
         q = d;
endmodule
==> run.sh <==
#!/bin/bash
# OpenROAD 26Q1-2900-gdf79404cd8, Yosys 0.63+post, stock flow scripts
make -C /OpenROAD-flow-scripts/flow DESIGN_CONFIG=/design/flow/config.mk WORK_HOME=/design/flow/orfs finish
==> config.mk <==
export PLATFORM = sky130hd
export DESIGN_NAME = misc
export DESIGN_NICKNAME = misc
export VERILOG_FILES = /design/flow/design.v
export SDC_FILE = /design/flow/constraint.sdc
export NUM_CORES = 4
export LEC_CHECK = 1
export CORE_UTILIZATION = 50
==> constraint.sdc <==
current_design misc

set clk_period 1.2
set clk_io_pct 0.2

create_clock -name clk0 -period $clk_period [get_ports {clk}]

set non_clock_inputs [all_inputs -no_clocks]
set_input_delay [expr $clk_period * $clk_io_pct] -clock clk0 $non_clock_inputs
set_output_delay [expr $clk_period * $clk_io_pct] -clock clk0 [all_outputs]
==> impl_metrics.tcl <==
# yosys + openroad results
set metrics [dict create \
    cp_slowest_stage_delay_ns 0.40 \
    final_max_slew_viol_count 0 \
    ys_types 3 \
    power_w 0.0000788 \
    r2r-start "tff0.dff0.q" \
    use_met2 0.161 \
    drc 0 \
    cts_hold_buffers 0 \
    max-slew-margin-rel 0.515 \
    area.growth.synth_to_final_pct 10.6 \
    drt_wl_total_um 2530 \
    ys_seq_frac 0.689 \
    grt_antenna_before_repair 0 \
    crit_start "tff0.dff0.q" \
    warnings 31 \
    syn_area_um2 2360 \
    ys_ff 65 \
    arrival_ns 1.09 \
    initialDrtViolationCount 32 \
    grt.met3_usage 0.0202 \
    hp-class "register to register" \
    top_usage_layer "met1" \
    dieHeight_um 70.7 \
    cp-start-kind "register" \
    wl_per_cell_um 10.1 \
    antenna_left 0 \
    die_w_um 70.7 \
    numPortBuffers 66 \
    rsz0062_at_grt "yes" \
    leakage_nw 1.23 \
    dp_slack_ns -0.533 \
    num-fill-cells 335 \
    layout-drive-gt1-share 0.0201 \
    core_area_um2 4440 \
    r2r-end "tff0.dff0.q" \
    p_per_area_nw_per_um2 30.1 \
    setup-tns-final_ns -0.133 \
    reg2reg_depth 2 \
    grt_pass1_vias 883 \
    fp.dieArea_um2 5000 \
    critPathBufInv 1 \
    finalSetupViolations 1 \
    unclocked_regs 64 \
    max-cap-violations 0 \
    endpoint "q[0]" \
    status "finished, violations left" \
    untimed_endpoints 128 \
    io_pins 67 \
    ys_cells 196 \
    logic_gates 0 \
    insertion_delay_ns 0 \
    fp-row-count 24 \
    cp.required_ns 0.96 \
    logic_area_um2 0 \
    syn_avg_cell_area_um2 12.1 \
    n_antenna_cell 0 \
    via_count 991 \
    cp-end-kind "output port" \
    ys_chip_area_um2 2360 \
    clkSlewWorstSetupHoldPaths_ns 0 \
    setup_slack_ns -0.133 \
    ys.warnings.count 1 \
    vias_per_cell 3.95 \
    min_from "tff0.dff0.q" \
    grt_use_total 0.108 \
    grt.overflow.total 0 \
    critPathTopFamily "flip-flops" \
    fp-utilization 0.532 \
    grt_pass1_wl_um 4150 \
    worstMarginPinSlew_ns 0.728 \
    syn_inst 196 \
    clock_skew_ns 0 \
    grt_max_degree 65 \
    cp_max_fo 2 \
    crit_type "register to output port" \
    place.gp.congestion 0.702 \
    drt_pass1_iterations 23 \
    violations "negative setup slack" \
    cp_cell_sequence "buf_2" \
    vdd_drop_max_uv 116 \
    cpMaxStageDelayCell "dfrtn_1" \
    dp_hpwl_um 2070 \
    path_depth 1 \
    met1_usage 0.196 \
    hold_violations 0 \
    regToRegSetupSlack_ns 0.51 \
]
## what timing repair did
item | CTS | global route
setup endpoints to repair | 1 | 1
buffers inserted | 1 | 0
resized | 3 | 0
## area by class of cell
| class | count | area (µm²) | share of cell area |
|---|---|---|---|
| Timing Repair Buffer | 68 | 671 | 0.257 |
| Sequential cell | 65 | 1630 | 0.622 |
| Tap cell | 52 | 65.1 | 0.0249 |
| Inverter | 66 | 251 | 0.0962 |
## per-layer routing
| metal | wire, µm | vias up |
|---|---|---|
| li1 | - | 472 |
| met1 | 1210 | 477 |
| met2 | 1070 | 42 |
| met3 | 256 | 0 |
| met4 | 0 | 0 |
| met5 | 0 | - |
## metrics by stage
stage	instances	instance area [µm²]	hold slack, ns	utilization
after detailed placement	250	2610	0.337	0.588
after CTS	251	2610	0.445	0.588
after floorplan	196	2370	0.306	-
final	251	2610	0.439	0.588
after global routing	251	2610	0.477	0.588
after global placement	250	2610	0.323	0.588
## cell usage after synthesis, drive strengths merged
master | instances | area, µm²
buf | 65 | 488
dfrtn | 65 | 1630
inv | 66 | 248
## cell families after synthesis
| group | share of synthesized area |
|---|---|
| buffers and inverters | 0.311 |
| flip-flops | 0.689 |
## report_power, final
part	leakage [nW]	total [W]	switching, W	internal (W)
sequential	0.979	0.0000341	0	0.0000341
combinational	0.250	0.0000447	0.0000391	0.00000560
clock	0	0	0	0
total	1.23	0.0000788	0.0000391	0.0000397
## placed cells by master (no fill, tap or decap), drive strengths merged
cell	count
inv	65
clkdlybuf4s50	65
dfrtn	65
buf	3
clkinvlp	1
## worst min path at each step
stage | to | slack, ns | depth (start not counted)
finish | tff0.dff0.q | 0.44 | 2
global route | tff0.dff0.q | 0.48 | 2
CTS | tff0.dff0.q | 0.44 | 2
No activity file was given, so power comes from the tool's default toggle rates.
